## design/flow/run.sh

```bash
#!/bin/bash
# OpenROAD 26Q1-2900-gdf79404cd8, Yosys 0.63+post, stock flow scripts
make -C /OpenROAD-flow-scripts/flow DESIGN_CONFIG=/design/flow/config.mk WORK_HOME=/design/flow/orfs finish
```

## design/flow/config.mk

```make
export PLATFORM = sky130hd
export DESIGN_NAME = jtcps1_obj_draw
export DESIGN_NICKNAME = jtcps1_obj_draw
export VERILOG_FILES = /design/flow/design.v
export SDC_FILE = /design/flow/constraint.sdc
export NUM_CORES = 4
export LEC_CHECK = 1
export CORE_UTILIZATION = 40
```

## design/flow/constraint.sdc

```tcl
current_design jtcps1_obj_draw

set clk_period 8.1
set clk_io_pct 0.2

create_clock -name clk0 -period $clk_period [get_ports {clk}]

set non_clock_inputs [all_inputs -no_clocks]
set_input_delay [expr $clk_period * $clk_io_pct] -clock clk0 $non_clock_inputs
set_output_delay [expr $clk_period * $clk_io_pct] -clock clk0 [all_outputs]
```

## design/flow/design.v

```verilog
`timescale 1ns/1ps
module jtcps1_obj_draw(
    input              rst,
    input              clk,
    input              start,
    output reg [ 8:0]  table_addr,
    input      [15:0]  table_data,
    output reg [ 8:0]  buf_addr,
    output reg [ 8:0]  buf_data,
    output reg         buf_wr,
    output reg [19:0]  rom_addr,     
    output reg         rom_half,     
    input      [31:0]  rom_data,
    output reg         rom_cs,
    input              rom_ok
);
localparam [8:0] MAXH = 9'd448;
integer st;
reg [15:0] obj_attr;
reg         done;
wire [ 3:0] vsub;
wire [ 4:0] pal;
wire        hflip;
reg  [31:0] pxl_data;
assign vsub   = obj_attr[11:8];
assign hflip  = obj_attr[5];
assign pal    = obj_attr[4:0];
function [3:0] colour;
    input [31:0] c;
    input        flip;
    colour = flip ? { c[24], c[16], c[ 8], c[0] } : 
                    { c[31], c[23], c[15], c[7] };
endfunction
reg  [ 1:0] wait_cycle;
reg         last_tile;
always @(posedge clk, posedge rst) begin
    if( rst ) begin
        table_addr <= 9'd0;
        rom_addr   <= 20'd0;
        rom_half   <= 1'd0;
        buf_wr     <= 1'b0;
        buf_data   <= 9'd0;
        buf_addr   <= 9'd0;
        st         <= 0;
        rom_cs     <= 1'b0;
        done       <= 1'b0;
    end else begin
        st <= st+1;
        case( st )
            0: begin
                buf_wr   <= 1'b0;
                rom_cs   <= 1'b0;
                if( !start ) st<=0;
                else begin
                    table_addr <= { 7'd0, 2'd0 };
                    wait_cycle <= 2'b1;
                    last_tile  <= 1'b0;
                    done       <= 0;
                end
            end
            1: begin
                wait_cycle <= { 1'b0, wait_cycle[1] };
                table_addr[1:0] <= table_addr[1:0]+2'd1;
                if( !wait_cycle ) begin
                    obj_attr   <= table_data;
                    wait_cycle <= 2'b1;  
                end else st<=1;
            end
            2: begin
                rom_cs   <= 1'b1;
                rom_addr <= { table_data, vsub };
                rom_half <= hflip;
            end
            3: begin
                buf_addr   <= table_data[8:0]-9'd1;  
                if( table_addr[8:2]==7'd112  ) last_tile <= 1'b1;  
                table_addr[8:2] <= table_addr[8:2]+7'd1;
                table_addr[1:0] <= 2'd0;
            end
            4: begin
                if( rom_ok ) begin
                    pxl_data <= rom_data;
                    rom_half <= ~rom_half;
                    if( &rom_data ) begin
                        st <= 10; 
                        buf_addr <= buf_addr + 9'd5;
                    end
                    if( buf_addr == ~9'h0 ) begin  
                        done <= 1'b1;
                        st   <= 0;
                    end
                end else st<=st;
            end
            5,6,7,8, 9,10,11,12,
            14,15,16,17, 18,19,20,21: begin
                buf_wr   <= 1'b1;
                buf_addr <= buf_addr+9'd1;
                buf_data <= { pal, colour(pxl_data, hflip) };
                pxl_data <= hflip ? pxl_data>>1 : pxl_data<<1;
            end
            13: begin
                if(rom_ok) begin
                    pxl_data <= rom_data;
                    rom_half <= ~rom_half;
                    if( &rom_data ) st <= 22;  
                end else st<=st;
            end
            22: begin
                buf_wr <= 1'b0;
                if(last_tile) begin
                    done <= 1'b1;
                    st   <= 0;
                end
                else st<=1;  
            end
            default:;
        endcase
    end
end
endmodule
```

==> deck_impl_summary.md <==
Flow Results at a Glance

Synthesis
  – Number of standard cells reported by yosys: 655
  – Total of warnings raised by yosys: 1
  – FFs w/ async S/R, synth: 65.1%
  – Yosys Chip Area: 6610 µm²
  – Synth cell types: 66
  – Sequential cell area fraction in the yosys report: 51.1%
  – Summed instance area of the synthesized netlist: 6610 µm²
  – Main synth FF type: dfrtp_1
  – Avg Cell Area, Syn: 10.1 µm²
  – Number of register bits inferred by synthesis: 126
  – EDFF count, synth: 44
  – Mapped Cells: 655

Timing
  – Final Hold Fails: 0
  – Rel. slew slack: 43.9%
  – Final min period: 3.88 ns
  – Clk_skew: 0.00509 ns
  – Max-slew violation total from the final report: 0
  – Final setup fails: 0
  – Setup repair after global routing missed its margin: no
  – Final Cycle Share: 48.0%
  – Top achievable clock speed: 257 MHz
  – Total negative setup slack: 0 ns
  – Tightest Pin Transition: 0.841 ns

Clocking
  – Clock buffers created by TritonCTS: 17
  – Post CTS Setup Buffer Count: 0
  – Clock tree root driver cell: clkbuf_16
  – CTS hold repair buffers: 0
  – Clk slew on worst S/H paths: 0.05 ns
  – Number of clock sinks: 126
  – Number of cells upsized or downsized after cts: 0
  – Maximum buffer depth of the clock tree: 2
  – CTS tree: yes
  – Maximum level of the CTS H-tree: 4
  – Clk ins delay skew pair: 0.41 ns

Run
  – Number of max-cap violations: 0
  – Number of logged tool warnings: 29

Global routing
  – Pin count of the biggest net entering global routing: 68
  – GRT Total Usage: 19.6%
  – Initial antenna violation count: 0
  – Global-route wire length before repair: 25100 µm
  – Via count of the first global-routing pass: 4917
  – Global route overflow: 0

Floorplan
  – Cell Rows: 46
  – I/O pins: 102
  – Core Region: 16000 µm²
  – Width of the chip: 131 µm
  – Initial Utilization: 41.3%
  – Die Y: 131 µm
  – Total Die Area: 17000 µm²

Setup path
  – CP Buf/Inv Count: 1
  – Type of the worst setup path: in2reg
  – CP Capture Type: flip-flop
  – Master of the slowest instance on the critical path: nor4_1
  – WP data arrival: 4.18 ns
  – Worst-path fanout max: 10
  – Top Family by Delay on Critical Path: simple AND/OR/NAND/NOR gates
  – Cell chain of the critical path: clkdlybuf4s50_1 -> nand4_1 -> nor4_1 -> nand2_1 -> o211ai_4 -> and2_1 -> mux2_4
  – Worst Setup Start Kind: input pin
  – Required time of the critical path: 8.40 ns
  – CP max stage delay: 0.57 ns

Power and ir drop
  – Worst VDD drop: 0.215 mV
  – Power per unit of standard cell area: 355 nW/µm²
  – Leakage power: 3.51 nW
  – Total power after layout: 0.00299 W

Drt
  – DR pass1 iterations: 5
  – Post-Route WL: 15700 µm
  – Detailed-route vias per instance: 5.25
  – DRC: 0
  – WL/cell: 16.0 µm
  – Vias: 5148
  – Total antenna diodes in the routed design: 0
  – Final antenna-violating net count: 0
  – Detailed Route Iter0 Violations: 236

Place
  – IO buf count: 101
  – Weighted congestion at the end of routability-driven global placement: 0.877
  – Hpwl dp: 11000 µm

Cells and area
  – Fraction of layout instances using a drive strength above 1: 7.20%
  – Area growth from synthesis to final layout: 27.5%
  – Most used cells in the layout excluding fill and tap cells: nand2_1, clkdlybuf4s50_1, dfrtp_1, edfxtp_1, mux2i_1
  – Commonest non-fill, non-tap cell in the layout: nand2_1

Hold path
  – Path class of the lowest-slack min-delay path: reg2reg

Status
  – Status: finished clean
-- final timing paths --
path,startpoint,endpoint,slack [ns],depth (start not counted)
max in group asynchronous,rst,st[12],5.17,3
setup reg to reg,st[29],buf_addr[8],4.81,11
hold / removal,obj_attr[8],rom_addr[0],0.44,2
setup / recovery,rom_data[22],buf_addr[2],4.22,7
min in group asynchronous,rst,table_addr[2],1.92,2
hold reg to reg,obj_attr[8],rom_addr[0],0.44,2
-- worst register-to-register path, stage by stage, from the launching register on --
cell       delay [ns]
dfrtp_1          0.40
nor4_1           0.43
and4_4           0.34
and2_1           0.29
nand4_1          0.33
ha_1             0.45
a21oi_1          0.08
nor2b_1          0.33
nand3_1          0.17
inv_1            0.08
o211ai_1         0.11
o2bb2ai_1        0.17
-- routing by layer --
layer  global-route usage, %  share of wire, %
met1                    31.5                48
met2                    29.4                45
met3                    4.44               5.0
met4                    2.64               1.4
met5                       0                 0
-- layout make-up --
cell class                      instances  area [µm²]
Sequential cell                       126        3370
Clock inverter                          9         100
Fill cell                            1414        7580
Inverter                               23        87.6
Tap cell                              216         270
Clock buffer                           23         520
Timing Repair Buffer                  106        1050
Multi-Input combinational cell        477        3020
-- report_power, final --
group          switching [W]  leakage (nW)  internal, W
clock network       0.000268         0.310     0.000512
logic               0.000609          1.75     0.000553
registers           0.000150          1.45     0.000901
total                0.00103          3.51      0.00197
-- kinds of logic (layout without fill, tap and decap cells) --
family          count (synthesis)  after routing  share of synthesized area [%]
fa+ha+maj                       9              9                           1.70
xor+xnor                       39             39                           5.17
simple gates                  272            272                           20.2
buf+inv                        52            161                           3.54
flops                         126            126                           51.1
mux                            48             48                           7.46
compound gates                109            109                           10.9
-- flip-flops by register name, summed over array words and instances (netlist names) --
register and count:
pxl_data 32, st 32, rom_addr 20, obj_attr 10
buf_addr 9, buf_data 9, table_addr 9, buf_wr 1
last_tile 1, rom_cs 1, rom_half 1, wait_cycle 1
-- cell usage after synthesis, types with 6 or more instances --
library cell / number / share of area [%]
nor2_1: 33 / 1.9
nand2_1: 127 / 7.2
and3_1: 12 / 1.1
clkbuf_1: 13 / 0.74
o21ai_1: 14 / 1.1
and2_1: 6 / 0.57
nor4_1: 10 / 0.95
dfrtp_1: 82 / 31
o211ai_1: 6 / 0.68
mux2i_1: 41 / 6.2
edfxtp_1: 44 / 20
nand3_1: 20 / 1.5
o21ai_0: 29 / 2.2
xor2_1: 19 / 2.5
xnor2_1: 20 / 2.7
a21oi_1: 18 / 1.4
nor3_1: 10 / 0.76
nand2b_1: 6 / 0.57
inv_1: 23 / 1.3
ha_1: 9 / 1.7
buf_2: 13 / 0.98
nand4_1: 20 / 1.9
-- stage by stage --
step	util [%]	hold WS, ns	area, µm²	setup WS (ns)	cells
6_report	52.6	0.442	8420	4.22	980
2_1_floorplan	-	0.415	6610	3.40	655
5_1_grt	52.6	0.472	8420	4.11	980
3_3_place_gp	48.8	0.421	7800	3.87	948
4_1_cts	52.6	0.448	8420	4.25	980
3_5_place_dp	48.8	0.433	7800	3.82	948
Power figures rest on the tool's default switching activity, not on a simulated workload.
