File: run.sh
#!/bin/bash
# OpenROAD 26Q1-2900-gdf79404cd8, Yosys 0.63+post, stock flow scripts
make -C /OpenROAD-flow-scripts/flow DESIGN_CONFIG=/design/flow/config.mk WORK_HOME=/design/flow/orfs finish
File: config.mk
export PLATFORM = sky130hd
export DESIGN_NAME = jtcps1_prom_we
export DESIGN_NICKNAME = jtcps1_prom_we
export VERILOG_FILES = /design/flow/design.v
export SDC_FILE = /design/flow/constraint.sdc
export NUM_CORES = 4
export LEC_CHECK = 1
export CORE_UTILIZATION = 50
File: constraint.sdc
current_design jtcps1_prom_we

set clk_period 10.2
set clk_io_pct 0.2

create_clock -name clk0 -period $clk_period [get_ports {clk}]

set non_clock_inputs [all_inputs -no_clocks]
set_input_delay [expr $clk_period * $clk_io_pct] -clock clk0 $non_clock_inputs
set_output_delay [expr $clk_period * $clk_io_pct] -clock clk0 [all_outputs]
File: design.v
`timescale 1ns/1ps
module jtcps1_prom_we(
    input                clk,
    input                downloading,
    input      [24:0]    ioctl_addr,     
    input      [ 7:0]    ioctl_data,
    input                ioctl_wr,
    output reg [21:0]    prog_addr,
    output reg [ 7:0]    prog_data,
    output reg [ 1:0]    prog_mask,  
    output reg [ 1:0]    prog_bank,
    output reg           prog_we,
    input                sdram_ack,
    output reg           cfg_we
);
parameter        REGSIZE=24;  
parameter [21:0] CPU_OFFSET=22'h0;
parameter [21:0] SND_OFFSET=22'h0;
parameter [21:0] OKI_OFFSET=22'h0;
parameter [21:0] GFX_OFFSET=22'h0;
parameter [ 5:0] CFG_BYTE  =6'd39;  
localparam START_BYTES  = 6;
localparam START_HEADER = 16;
localparam STARTW=8*START_BYTES;
localparam FULL_HEADER = 25'd64;
(*keep*) reg  [STARTW-1:0] starts;
(*keep*) wire       [15:0] snd_start, oki_start, gfx_start;
assign snd_start = starts[15: 0];
assign oki_start = starts[31:16];
assign gfx_start = starts[47:32];
wire [24:0] bulk_addr = ioctl_addr - FULL_HEADER;  
wire [24:0] cpu_addr  = bulk_addr ;  
wire [24:0] snd_addr  = bulk_addr - { snd_start, 10'd0 };
wire [24:0] oki_addr  = bulk_addr - { oki_start, 10'd0 };
wire [24:0] gfx_addr  = bulk_addr - { gfx_start, 10'd0 };
wire is_cps = ioctl_addr > 7 && ioctl_addr < (REGSIZE+START_HEADER);
wire is_cpu = bulk_addr[24:10] < snd_start;
wire is_snd = bulk_addr[24:10] < oki_start && bulk_addr[24:10]>=snd_start;
wire is_oki = bulk_addr[24:10] < gfx_start && bulk_addr[24:10]>=oki_start;
wire is_gfx = bulk_addr[24:10] >=gfx_start;
reg       decrypt, pang3, pang3_bit;
reg [7:0] pang3_decrypt;
always @(*) begin
    pang3 = is_cpu && cpu_addr[19] && decrypt  && (cpu_addr[0]^pang3_bit);
    pang3_decrypt =
        (((((((ioctl_data[0] ? 8'h04 : 8'h00)  ^
              (ioctl_data[1] ? 8'h21 : 8'h00)) ^
              (ioctl_data[2] ? 8'h01 : 8'h00)) ^
              (ioctl_data[3] ? 8'h00 : 8'h50)) ^
              (ioctl_data[4] ? 8'h40 : 8'h00)) ^
              (ioctl_data[5] ? 8'h06 : 8'h00)) ^
              (ioctl_data[6] ? 8'h08 : 8'h00)) ^
              (ioctl_data[7] ? 8'h00 : 8'h88);
end
always @(posedge clk) begin
    if ( ioctl_wr && downloading ) begin
        prog_data <= pang3 ?
            pang3_decrypt : ioctl_data;
        prog_mask <= !ioctl_addr[0] ? 2'b10 : 2'b01;            
        prog_addr <= is_cpu ? bulk_addr[22:1] + CPU_OFFSET : (
                     is_snd ?  snd_addr[22:1] + SND_OFFSET : (
                     is_oki ?  oki_addr[22:1] + OKI_OFFSET : gfx_addr[22:1] + GFX_OFFSET ));
        prog_bank <= is_cpu ? 2'b01 : ( is_gfx ? 2'b10 : 2'b00 );
        if( ioctl_addr < START_BYTES ) begin
            starts  <= { ioctl_data, starts[STARTW-1:8] };
            cfg_we  <= 1'b0;
            prog_we <= 1'b0;
        end else begin
            if( is_cps ) begin
                cfg_we    <= 1'b1;
                prog_we   <= 1'b0;
                if( ioctl_addr[5:0] == CFG_BYTE ) {decrypt, pang3_bit} <= ioctl_data[7:6];
            end else begin
                cfg_we    <= 1'b0;
                prog_we   <= 1'b1;
            end
        end
    end
    else begin
        if(!downloading || sdram_ack) prog_we  <= 1'b0;
        if( !downloading ) decrypt <= 0;
        cfg_we   <= 1'b0;
    end
end
endmodule
==> impl_metrics.yaml <==
# synthesis and place-and-route metrics
cells_and_area:
  fin_cells: 710
  comb_area_sq_mm: 0.00249
  fill_cells: 821
  area_delta_synth_final_pct: 21.1
  seq_area_sq_mm: 0.00257
  drive_gt1_share_pct: 5.40
  design_area_sq_mm: 0.00643
grt:
  grt_first_pass_wirelength_microns: 19000
  overflow: 0
  track_usage_pct: 24.2
  grt_antenna_before_repair: 0
  first_global_vias: 3739
  grt_start_max_net_pins: 29
setup_path:
  path_cells: "clkdlybuf4s50_1, or4_4, nor4_4, nand2_1, or3_1, xnor2_1, ha_1, nand4b_1, nor3_1, a21boi_0, or4_1, or2_2, mux2i_1, a21oi_1, ha_1, fa_1, nor2b_1, o31ai_1, a211o_1, a31oi_1, o211ai_1, a31oi_1, a41oi_1, a221oi_1"
  path_delay_family: "simple AND/OR/NAND/NOR gates"
  required_ns: 10.37
  critical_path_buf_inv_count: 1
  endpoint_kind: "flop"
  start_kind: "input port"
  crit_type: "input port to flop"
  rr_worst_depth: 20
  path_max_fanout: 23
  crit_arrival_ns: 8.84
  cpMaxStageDelayCell: "or4_4"
  critical_path.max_stage_delay_ns: 0.60
  cp.depth: 24
logic_synthesis:
  synth_warnings: 1
  syn_avg_cell_area_sq_um: 10.8
  synthCells: 492
  synthesis.area_sq_mm: 0.00531
clock_tree:
  cts.sinks: 86
  cts.repair.resized: 0
  clk_latency_ns: 0.36
  clk_pin_slew_ns: 0.08
  clock_path_buffers: 2
  cts-buffers-inserted: 9
  h-tree-depth: 3
  post_cts_buffers: 0
  ctsHoldBuffers: 0
  clock-root-buffer: "clkbuf_8"
  cts_tree: "done"
pwr:
  p_seq_share_pct: 49.6
  p_leak_nw: 2.63
  swShare_pct: 23.0
  p_int_mw: 0.617
  power.density_mw_per_mm2: 125
  p_sw_mw: 0.185
  p_clk_share_pct: 35.5
  comb_power_share_pct: 14.8
  vdd_drop_max_mv: 0.0754
placed_design:
  io_buffers: 72
  dpl.cell_count: 695
  dpl_cell_area_sq_mm: 0.00620
  gp_congestion: 0.932
  dp_hpwl_microns: 9250
final_timing:
  maxSlewHeadroom_pct: 50.5
  hold_violations: 0
  clock_skew_ns: 0.00777
  rsz0062_at_grt: "no"
  fin_crit_sh_pct: 85.0
  maxSlewViolCount: 0
  setup-tns-final_ns: 0
  fin_crit_ns: 8.67
  fmax_ghz: 0.115
  setup_viol: 0
  tightest_slew_ns: 0.742
flow_run:
  tool_warnings: 26
  max_cap_viol_count: 0
die:
  core_sq_mm: 0.0103
  io_pins: 73
  dieArea_sq_mm: 0.0110
  rows: 37
  die_height_microns: 105
  die_w_microns: 105
  fp-utilization_pct: 51.4
route:
  antenna_cells: 0
  vias_per_cell: 5.49
  wirelength_microns: 12000
  firstDrtPassIters: 4
  drtAntennaViolNets: 0
  num_vias: 3897
  post_drt_wl_per_cell_microns: 16.9
  drtIter0Drc: 194
  drc_errors: 0
worst_hold_path:
  worstHoldPathCells: 0
  hp-class: "flop to flop"
run_status:
  run_status: "finished clean"
registers in the layout, indices dropped and copies added (netlist names):
signal / count
starts: 48
prog_addr: 22
prog_data: 8
prog_bank: 2
prog_mask: 2
cfg_we: 1
decrypt: 1
pang3_bit: 1
prog_we: 1
routing by layer:
layer  wire, microns  GRT usage (%)  vias up
met5               0              0        -
met4             240           4.63        0
met3             796           6.16       16
met2            5430           35.7      122
met1            5500           39.2     1795
li1                -              -     1964
cells in the final DEF (no fill, tap or decap), types with 9 or more instances in the layout:
cell,n
nand3_1,10
o21ai_0,18
nand2_1,35
clkbuf_8,9
edfxtp_1,85
nor2_1,36
xor2_1,17
ha_1,58
a21oi_1,44
clkdlybuf4s50_1,72
inv_1,54
xnor2_1,13
cell type report:
class / count / area share (%)
clock buffers: 9 / 1.93
repair buffers: 77 / 11.8
clock inverters: 6 / 1.71
flip-flops and latches: 86 / 40.0
multi-input cells: 342 / 38.8
well taps: 136 / 2.65
inverters: 54 / 3.15
worst paths after layout:
kind | end | from | slack [ns]
setup / recovery | prog_addr[21]$_DFFE_PP_ | ioctl_addr[8] | 1.53
hold / removal | starts[5]$_DFFE_PP_ | starts[13]$_DFFE_PP_ | 0.45
setup reg to reg | prog_addr[21]$_DFFE_PP_ | starts[12]$_DFFE_PP_ | 4.98
hold reg to reg | starts[5]$_DFFE_PP_ | starts[13]$_DFFE_PP_ | 0.45
stage by stage:
step / hold slack, ns / util [%] / worst slack (ns) / total power, mW
finish: 0.453 / 62.3 / 1.53 / 0.802
floorplan: 0.426 / - / 2.40 / 0.471
CTS: 0.450 / 62.3 / 1.58 / 0.808
detailed placement: 0.435 / 60.0 / 1.23 / 0.525
global placement: 0.434 / 60.0 / 1.31 / 0.524
global route: 0.462 / 62.3 / 1.11 / 0.836
power by group through the flow:
stage | logic [mW] | clock network, mW | registers (mW)
6_report | 0.119 | 0.285 | 0.398
4_1_cts | 0.120 | 0.290 | 0.398
5_1_grt | 0.133 | 0.304 | 0.399
Power is estimated from default activity; no workload was simulated.
